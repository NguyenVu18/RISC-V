<file path="config.mk">
export PLATFORM = sky130hd
export DESIGN_NAME = CLA_32
export DESIGN_NICKNAME = CLA_32
export VERILOG_FILES = /design/flow/design.v
export SDC_FILE = /design/flow/constraint.sdc
export NUM_CORES = 4
export LEC_CHECK = 1
export CORE_AREA = 10 10 108 108
export DIE_AREA = 0 0 118 118
</file>
<file path="run.sh">
#!/bin/bash
# OpenROAD 26Q1-2900-gdf79404cd8, Yosys 0.63+post, stock flow scripts
make -C /OpenROAD-flow-scripts/flow DESIGN_CONFIG=/design/flow/config.mk WORK_HOME=/design/flow/orfs finish
</file>
<file path="constraint.sdc">
current_design CLA_32

set clk_period 6.4
set clk_io_pct 0.2

create_clock -name clk0 -period $clk_period

set non_clock_inputs [all_inputs -no_clocks]
set_input_delay [expr $clk_period * $clk_io_pct] -clock clk0 $non_clock_inputs
set_output_delay [expr $clk_period * $clk_io_pct] -clock clk0 [all_outputs]
</file>
<file path="design.v">
module CLA_1(ai, bi, ci, Pi, Gi, Si);
input ai, bi, ci;
output Pi, Gi, Si;
or U1(Pi, ai, bi);
xor U2(Si, ai, bi, ci);
and U3(Gi, ai, bi);
endmodule
module CLA_32(A, B, Cin, S, Co);
input [31:0] A, B;
input Cin;
output [31:0] S;
output Co;
wire [59:0] temp;
wire G0, G1, G2, G3, G4, G5, G6, G7, P0, P1, P2, P3, P4, P5, P6, P7, C1, C2, C3, C4, C5, C6,C7;
 CLA_4 U0(.A(A[3:0]), .B(B[3:0]), .Ci(Cin), .S(S[3:0]), .GG(G0), .PP(P0));
 CLA_4 U1(.A(A[7:4]), .B(B[7:4]), .Ci(C1), .S(S[7:4]), .GG(G1), .PP(P1));
 CLA_4 U2(.A(A[11:8]), .B(B[11:8]), .Ci(C2), .S(S[11:8]), .GG(G2), .PP(P2));
 CLA_4 U3(.A(A[15:12]), .B(B[15:12]), .Ci(C3), .S(S[15:12]), .GG(G3), .PP(P3));
 CLA_4 U4(.A(A[19:16]), .B(B[19:16]), .Ci(C4), .S(S[19:16]), .GG(G4), .PP(P4));
 CLA_4 U5(.A(A[23:20]), .B(B[23:20]), .Ci(C5), .S(S[23:20]), .GG(G5), .PP(P5));
 CLA_4 U73(.A(A[27:24]), .B(B[27:24]), .Ci(C6), .S(S[27:24]), .GG(G6), .PP(P6));
 CLA_4 U74(.A(A[31:28]), .B(B[31:28]), .Ci(C7), .S(S[31:28]), .GG(G7), .PP(P7));
 and 	U6(temp[0], P0, Cin);
 or	U7(C1, temp[0], G0);
 and	U8(temp[1], P1, P0, Cin);
 and	U9(temp[2], P1, G0);
 or	U10(C2, G1, temp[1], temp[2]);
 and	U11(temp[3], P2, G1);
 and	U12(temp[4], P2, P1, G0);
 and	U13(temp[5], P2, P1, P0);
 and	U14(temp[6], temp[5], Cin);
 or	U15(temp[7], G2, temp[3], temp[4]);
 or	U16(C3, temp[7], temp[6]);
 and	U17(temp[8], P3, G2);  
 and	U18(temp[9], P3, P2, G1);  
 and	U19(temp[10], P3, P2, P1);  
 and	U20(temp[11], temp[10], G0);  
 and	U21(temp[12], temp[10], P0, Cin); 
 or 	U22(temp[13], G3, temp[8], temp[9]);  
 or	U23(C4, temp[13], temp[11], temp[12]);  
 and	U24(temp[15], P4, G3);  
 and	U25(temp[16], P4, P3, G2);  
 and	U26(temp[17], P4, P3, P2);  
 and	U27(temp[18], temp[17], G1);  
 and	U28(temp[19], temp[17], P1, G0);  
 and	U29(temp[20], temp[17], P1, P0);  
 and	U30(temp[21], temp[20], Cin);  
 or	U31(temp[22], G4, temp[15], temp[16]);  
 or	U32(temp[23], temp[22], temp[18], temp[19]); 
 or	U33(C5, temp[23], temp[21]);  
 and	U34(temp[24], P5, G4); 
 and	U35(temp[25], P5, P4, G3); 
 and	U36(temp[26], P5,P4, P3); 
 and	U37(temp[27], temp[26], G2);  
 and	U38(temp[28], temp[26], P2, G1); 
 and	U39(temp[29], temp[26], P2, P1);  
 and	U40(temp[30], temp[29], G0);  
 and	U41(temp[31], temp[29], P0, Cin);  
 or	U42(temp[32], G5, temp[24], temp[25]); 
 or	U43(temp[33], temp[32], temp[27], temp[28]); 
 or	U44(C6, temp[33], temp[30], temp[31]);
 and	U45(temp[34], P6, G5); 
 and	U46(temp[35], P6, P5, G4);		  
 and	U47(temp[36], P6, P5, P4);		  
 and	U48(temp[37], temp[36], G3); 	  
 and	U49(temp[38], temp[36], P3, G2);  
 and	U50(temp[39], temp[36], P3, P2);  
 and	U51(temp[40], temp[39], G1); 	  
 and	U52(temp[41], temp[39], P1, G0);  
 and	U53(temp[42], temp[41], P0, Cin); 
 or	U54(temp[43], G6, temp[34], temp[35]); 
 or	U55(temp[44], temp[43], temp[37], temp[38]); 
 or	U56(temp[45], temp[44], temp[40], temp[41]);  
 or	U57(C7, temp[45], temp[42]); 
 and	U58(temp[46], P7, G6); 
 and	U59(temp[47], P7, P6, G5);		  
 and	U60(temp[48], P7, P6, P5);		  
 and	U61(temp[49], temp[48], G4); 	  
 and	U62(temp[50], temp[48], P4, G3);  
 and	U63(temp[51], temp[48], P4, P3);  
 and	U64(temp[52], temp[51], G2); 	  
 and	U65(temp[53], temp[51], P2, G1);  
 and	U66(temp[54], temp[51], P2, P1);  
 and	U67(temp[55], temp[54], G0);	  
 and	U68(temp[59], temp[54], P0, Cin);  
 or	U69(temp[56], G7, temp[46], temp[47]); 
 or	U70(temp[57], temp[56], temp[49], temp[50]); 
 or	U71(temp[58], temp[57], temp[52], temp[53]); 
 or	U72(Co, temp[58], temp[55],temp[59]); 
 endmodule
module CLA_4(A, B, Ci, S, GG, PP);
input [3:0] A, B;
input Ci;
output [3:0] S;
output GG, PP;
wire C1, C2, C3, G0, G1, G2, G3, P0, P1, P2, P3;
wire [13:0] temp;
CLA_1 	U0(.ai(A[0]), .bi(B[0]), .ci(Ci), .Pi(P0), .Gi(G0), .Si(S[0]));
CLA_1 	U1(.ai(A[1]), .bi(B[1]), .ci(C1), .Pi(P1), .Gi(G1), .Si(S[1]));
CLA_1 	U2(.ai(A[2]), .bi(B[2]), .ci(C2), .Pi(P2), .Gi(G2), .Si(S[2]));
CLA_1 	U3(.ai(A[3]), .bi(B[3]), .ci(C3), .Pi(P3), .Gi(G3), .Si(S[3]));
and 		U4(temp[0], P0, Ci);
or			U5(C1, G0, temp[0]);
and		U6(temp[1], P1, G0);
and		U7(temp[2], P1, P0, Ci);
or			U8(C2, temp[1], temp[2], G1);
and		U9(temp[3], P2, G1);
and		U10(temp[4], P2, P1, G0);
and		U11(temp[5], P2, P1, P0);
and		U12(temp[6], temp[5], Ci);
or			U13(temp[7], G2, temp[3], temp[4]);
or			U14(C3, temp[7], temp[6]);
and 		U15(temp[8], P3, P2, P1);
and		U16(PP, temp[8], P0);
and		U17(temp[9], G2, P3); 
and		U18(temp[10], G1, P2, P3); 
and		U19(temp[11], P3, P1, P2); 
and		U20(temp[12], temp[11], G0);  
or		U23(temp[13], G3, temp[9], temp[10]); 
or		U21(GG, temp[13], temp[12]);
endmodule
</file>
==> flow_metrics.env <==
# yosys + openroad results
export IMPL_gp_congestion=0.788
export IMPL_comb_power_share_pct=100.0
export IMPL_dp_cells=530
export IMPL_dp_hpwl_um=5660
export IMPL_cp_start_kind="input pin"
export IMPL_layout_area_comb_sq_um=1920
export IMPL_tightest_slew_ns=0.538
export IMPL_synth_distinct_cells=42
export IMPL_hold_depth=5
export IMPL_core_util_floorplan_pct=27.1
export IMPL_synthMuxAreaShare_pct=0.398
export IMPL_vias=2113
export IMPL_hold_class="input pin to output pin"
export IMPL_rsz0062_at_grt="false"
export IMPL_grt_pass1_vias=2270
export IMPL_ys_area_sq_um=2510
export IMPL_tns_ns=0
export IMPL_fin_crit_sh_pct=88.2
export IMPL_ys_sh_aoi_pct=16.0
export IMPL_cp_end_kind="output pin"
export IMPL_grt_start_max_net_pins=7
export IMPL_hold_buffers=0
export IMPL_pin_count=98
export IMPL_required_ns=5.12
export IMPL_postSynthCellCount=335
export IMPL_yosysWarnings=0
export IMPL_arrival_ns=4.36
export IMPL_hold_viol=0
export IMPL_final_cells=530
export IMPL_synthTopLogicFamily="adder cells"
export IMPL_warnings=72
export IMPL_lay_top_cells="clkdlybuf4s50_1 (98), inv_1 (93), ha_1 (64)"
export IMPL_ys_sh_simple_pct=13.8
export IMPL_die_area_sq_um=13900
export IMPL_outcome="finished, final reports clean"
export IMPL_power_leakage_nw=1.68
export IMPL_yosys_area_top_type="ha_1"
export IMPL_viasPerCell=3.99
export IMPL_synth_avg_cell_area_sq_um=7.50
export IMPL_top_area_share_pct=31.9
export IMPL_drt_wirelength_per_cell_um=11.2
export IMPL_max_freq_ghz=0.177
export IMPL_grt_pass1_wl_um=10300
export IMPL_setup_viol=0
export IMPL_ant_nets=0
export IMPL_design_area_sq_um=3410
export IMPL_fillers=968
export IMPL_place_area_sq_um=3410
export IMPL_die_size_y_um=118
export IMPL_drc_errors=0
export IMPL_p_per_area_nw_per_um2=83.8
export IMPL_clock_power_share_pct=0
export IMPL_rows=35
export IMPL_ys_seq_share_pct=0
export IMPL_fin_crit_ns=5.64
export IMPL_antenna_found_initial=0
export IMPL_core_area_sq_um=9280
export IMPL_postCtsSetupRepairBufs=0
export IMPL_routed_wl_um=5920
export IMPL_drv_slew=0
export IMPL_crit_type="input pin to output pin"
export IMPL_fa_ha_area_share_pct=38.2
export IMPL_flop_area_sq_um=0
export IMPL_ir_worst_vdd_v=0.0000386
export IMPL_final_layout_size_suffix_gt1_share_pct=3.99
export IMPL_switching_share_pct=37.0
export IMPL_path_max_fanout=4
export IMPL_drt_first_pass_iters=6
export IMPL_ys_cells=335
export IMPL_lay_top_count="clkdlybuf4s50_1"
export IMPL_cts_resized=0
export IMPL_syn_cell_area_sq_um=2510
export IMPL_grtUsageTotal_pct=8.50
export IMPL_flops=0
export IMPL_intPower_mw=0.180
export IMPL_maxSlewHeadroom_pct=64.1
export IMPL_die_width_um=118
export IMPL_area_delta_synth_final_pct=35.9
export IMPL_gr_total_overflow=0
export IMPL_maxCapViolations=0
export IMPL_p_sw_mw=0.106
export IMPL_antennaDiodeCount=0
export IMPL_drt_iter0_drc=37
export IMPL_portBuffers=98
export IMPL_area_leaders="ha_1 (32%), inv_1 (14%), buf_4 (9.6%)"
export IMPL_nClkBuffers=0
export IMPL_ys_sh_xor_pct=8.02
export IMPL_seqPwrFrac_pct=0
## path summary, 6_finish.rpt
| check | startpoint | endpoint |
|---|---|---|
| max | A[12] | S[29] |
| min | B[22] | S[22] |
## power by group through the flow
stage                 clock [mW]  sequential (mW)  combinational (mW)
final                          0                0               0.286
after global routing           0                0               0.324
after CTS                      0                0               0.295
## metrics by stage
step	hold slack, ns	power, mW	setup slack (ns)	utilization, %
CTS	3.65	0.295	0.721	36.8
global placement	3.63	0.291	0.765	36.8
global route	3.68	0.324	0.592	36.8
detailed placement	3.64	0.293	0.736	36.8
floorplan	2.74	0.186	1.81	-
finish	3.63	0.286	0.755	36.8
## layout make-up
cell class,instances,area share [%]
Tap cell,129,4.73
Multi-Input combinational cell,210,56.3
Timing Repair Buffer,98,28.7
Inverter,93,10.2
## per-layer routing
metal,GRT usage (%),part of all wire (%),vias up
li1,-,-,1153
met2,15.5,49,51
met1,10.5,45,909
met3,2.04,6.1,0
met5,0,0,-
met4,0,0,0
## worst max-delay path, stage by stage
cell             delay, ns
clkdlybuf4s50_1       0.48
inv_1                 0.07
ha_1                  0.23
or4_4                 0.55
nand4bb_1             0.25
a21oi_2               0.17
nor3_1                0.07
a21oi_2               0.15
nor2_1                0.07
fa_1                  0.38
xnor2_1               0.15
clkdlybuf4s50_1       0.51
## cells by family (layout without fill, tap and decap cells)
kind of cell | count (synthesis) | count (layout)
mux | 1 | 1
simple gates | 59 | 59
compound gates | 55 | 55
xor+xnor | 23 | 23
fa+ha+maj | 72 | 72
buf+inv | 125 | 191
## synthesized netlist by cell type (all sizes together) (2+ instances only)
cell and instances:
nand2b 2, o211ai 5, buf 32, nand3 2, o311ai 2, a21boi 2
o21bai 8, nand2 6, or4 3, nor2b 6, nand4bb 2, nor3 5
inv 93, xnor2 19, nor4 4, o21ai 5, o31ai 4, nor2 22
ha 64, fa 8, nor3b 3, xor2 4, nand4b 2, a21oi 22
a31oi 4
Power is estimated from default activity; no workload was simulated.
